<file path="./design.v">
`default_nettype none
module ClockDivider #(
    parameter int unsigned DIV = 16  
) (
    input logic clk_in,
    input logic reset,
    output logic clk_enable
    );
    logic [DIV-1:0] counter;  
    always_ff @(posedge clk_in) begin
        if (reset) begin
            counter <= '0;
            clk_enable <= 1'b0;
        end else begin
            counter <= counter + 1'b1;
            clk_enable <= (counter == 0);  
        end
    end
endmodule  
</file>
<file path="./run.sh">
#!/bin/bash
# OpenROAD 26Q1-2900-gdf79404cd8, Yosys 0.63+post, stock flow scripts
make -C /OpenROAD-flow-scripts/flow DESIGN_CONFIG=/design/flow/config.mk WORK_HOME=/design/flow/orfs finish
</file>
<file path="./config.mk">
export PLATFORM = sky130hd
export DESIGN_NAME = ClockDivider
export DESIGN_NICKNAME = ClockDivider
export VERILOG_FILES = /design/flow/design.v
export SDC_FILE = /design/flow/constraint.sdc
export NUM_CORES = 4
export LEC_CHECK = 1
export CORE_AREA = 10 10 78 78
export DIE_AREA = 0 0 88 88
</file>
<file path="./constraint.sdc">
current_design ClockDivider

set clk_period 2.7
set clk_io_pct 0.2

create_clock -name clk0 -period $clk_period [get_ports {clk_in}]

set non_clock_inputs [all_inputs -no_clocks]
set_input_delay [expr $clk_period * $clk_io_pct] -clock clk0 $non_clock_inputs
set_output_delay [expr $clk_period * $clk_io_pct] -clock clk0 [all_outputs]
</file>
==> run summary <==
final setup TNS - 0 ps
share of cells above drive strength 1 - 12.2%
WL per Instance - 9.08 microns
Worst R2R Start - counter[0]
Detailed Routing Iterations Pass 1 - 6
Worst-Margin Slew - 576 ps
Row Count - 24
clock tree buffer depth - 2
Initial Utilization - 17.7%
DRT Wirelength - 1290 microns
Antenna Cells - 0
CP Launch Point - reset
endpoints failing setup - 0
Synth cell types - 23
CTS tree - yes
Post-synth regs - 17
initial antenna violation count - 0
Post-CTS Setup Repair Bufs - 0
Top cells by area - dfxtp_1 (44%), xnor2_1 (12%), nor2_1 (7.2%)
YS warnings - 1
GRT Util Overall - 3.64%
Avg Synthesized Cell Area - 9.06 sq um
DP HPWL - 871 microns
Design Power - 467 uW
placed cell count - 138
Crit Path Max Fanout - 17
# resized after CTS - 0
DRT antenna net count - 0
YS chip area - 779 sq um
Tcrit/Tclk final - 57.7%
Clock transition at path regs - 60 ps
Synth Seq Share - 43.7%
clock share of power - 39.8%
P_int - 371 uW
Gate power share - 4.1%
Net Sw Power - 95.5 uW
Setup crit end kind - flop
P&R area growth vs syn - 15.7%
post-layout minimum cycle time - 1560 ps
worst min path class - reg -> reg
Max Cap Violations - 0
Remaining Overflow, GRT - 0
Top cell area share - 43.7%
CP startpoint kind - input pin
via density per instance - 3.75
VDD IR max - 0.261 mV
Post-Syn Instances - 86
Setup Crit Path Kind - in -> reg
Die H - 88 microns
Hold Fails Final Rpt - 0
# Cells Yosys - 86
Rel. slew slack - 61.5%
Final Max Tran Viols - 0
Cell Count, Final, Fillers Out - 142
initial drt markers - 46
GP Congestion - 0.781
RSZ-0062 raised after global routing - false
vias in the first global route - 554
Ports - 3
status - finished, final reports clean
CTS Buf Count - 3
Root Driver - clkbuf_8
R2R setup slack - 1150 ps
IO Port Bufs - 2
die width - 88 microns
Core ar. - 4410 sq um
Die Size - 7740 sq um
area of the mapped netlist - 779 sq um
Synth area leader - dfxtp_1
worst flop-to-flop path endpoint - counter[14]
Design Area, Final - 902 sq um
hold buffer count at CTS - 0
sw frac - 20.5%
Pwr Density - 517 nW/um^2
pin count of the biggest net entering global routing - 18
Fin Clk Skew - 0.724 ps
via count - 533
Remaining DRCs - 0
Req. time, crit path - 2890 ps
CTS sink cnt - 17
critical path arrival - 1750 ps
Log Warnings - 26
fmax - 0.642 GHz
first-pass GRT wire length - 2380 microns
crit path capture - clk_enable
Area after DPL - 857 sq um
Sequential Power Share - 56.2%
Pleak - 0.000280 uW
Latency at later pin - 250 ps
r2r worst-path depth - 5
CTS H-Tree Depth - 1
[logic make-up after synthesis]
| kind of cell | count (synthesis) | share of synthesized area, % |
|---|---|---|
| AND-OR/OR-AND | 4 | 2.89 |
| adder cells (fa/ha/maj) | 2 | 3.21 |
| buffers and inverters | 9 | 4.33 |
| XOR/XNOR | 12 | 13.5 |
| flip-flops | 17 | 43.7 |
| AND/OR/NAND/NOR | 42 | 32.4 |
[synth_stat cells (all sizes together)]
master	number
a21o	1
a21oi	2
and4	1
clkbuf	2
dfxtp	17
ha	2
inv	7
nand2	3
nand3	5
nand4	4
nor2	15
nor2b	1
nor3	5
nor4	6
nor4b	1
o21ai	1
or3	1
xnor2	11
xor2	1
[power groups by stage]
| stage | combinational, uW | clock [uW] | sequential, uW |
|---|---|---|---|
| finish | 18.9 | 186 | 262 |
| global route | 22.3 | 203 | 263 |
| CTS | 19.4 | 193 | 262 |
[metal layers]
metal,vias to the layer above,wire length [microns],GRT usage (%)
li1,298,-,-
met1,228,686,5.19
met2,7,529,5.42
met3,0,74,1.31
met4,0,0,0.145
met5,-,0,0
[cells in the final DEF (no fill, tap or decap), types with 3 or more instances in the layout]
master,n
clkbuf_8,3
nand3_1,5
nor2_1,15
nor3_1,4
nor4_1,3
inv_1,6
nand2_1,3
xnor2_1,11
nor4_2,3
nand4_2,3
dfxtp_1,17
[stage by stage]
| step | worst slack, ps | hold WS [ps] | util, % |
|---|---|---|---|
| 2_1_floorplan | 1330 | 451 | - |
| 3_3_place_gp | 901 | 480 | 19.4 |
| 3_5_place_dp | 885 | 478 | 19.4 |
| 4_1_cts | 1130 | 494 | 20.4 |
| 5_1_grt | 986 | 522 | 20.4 |
| 6_report | 1140 | 490 | 20.4 |
[layout make-up]
cell class | count | area [sq um]
Timing Repair Buffer | 2 | 20.0
Inverter | 7 | 26.3
Multi-Input combinational cell | 60 | 405
Clock buffer | 4 | 45.0
Fill cell | 472 | 3510
Sequential cell | 17 | 340
Tap cell | 52 | 65.1
[registers in the layout, summed over array words and instances, names as in the netlist]
signal / count
counter: 16
clk_enable: 1
[worst max-delay path: stages]
cell	delay (ps)
clkdlybuf4s50_1	700
nor4_1	290
and4_1	210
[how the worst min path moves through the flow]
stage / endpoint / cells past startpoint / from / slack (ps)
6_report: counter[0] / 1 / counter[0] / 490
4_1_cts: counter[0] / 1 / counter[0] / 490
5_1_grt: counter[0] / 1 / counter[0] / 520
Power is estimated from default activity; no workload was simulated.
