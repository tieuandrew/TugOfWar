==> design.v <==
`default_nettype none
module NineBitAdder (
    input  logic [8:0] A,
    input  logic [8:0] B,
    output logic [8:0] C,
    output logic       Cout
);
    logic [9:0] sum;
    assign sum  = A + B;
    assign C    = sum[8:0];
    assign Cout = sum[9];
endmodule  
==> run.sh <==
#!/bin/bash
# OpenROAD 26Q1-2900-gdf79404cd8, Yosys 0.63+post, stock flow scripts
make -C /OpenROAD-flow-scripts/flow DESIGN_CONFIG=/design/flow/config.mk WORK_HOME=/design/flow/orfs finish
==> config.mk <==
export PLATFORM = sky130hd
export DESIGN_NAME = NineBitAdder
export DESIGN_NICKNAME = NineBitAdder
export VERILOG_FILES = /design/flow/design.v
export SDC_FILE = /design/flow/constraint.sdc
export NUM_CORES = 4
export LEC_CHECK = 1
export CORE_AREA = 10 10 70 70
export DIE_AREA = 0 0 80 80
==> constraint.sdc <==
current_design NineBitAdder

set clk_period 9.8
set clk_io_pct 0.2

create_clock -name clk0 -period $clk_period

set non_clock_inputs [all_inputs -no_clocks]
set_input_delay [expr $clk_period * $clk_io_pct] -clock clk0 $non_clock_inputs
set_output_delay [expr $clk_period * $clk_io_pct] -clock clk0 [all_outputs]
==> run notes <==
fresh numbers from the pnr run: Worst Tran Pin Value=~0.31 ns, crit path to=C[8], syn avg cell area=roughly 8.4 µm², Worst setup EP type=output port, DRC violations left=0, initial antenna violation count=0, post-route ant nets=0, largest net degree at the start of global routing=5, first-pass GRT wire length=~1900 µm, area grow syn2layout=95.4%, die width=around 80 µm, DR pass1 iterations=4, CP max stage cell=clkdlybuf4s50_1, most used cell, CP=clkdlybuf4s50_1, DRT iter0 DRCs=12, Post-synth seq share=0%, Final Hold Viols=0, Ys Warns=0, post-CTS resize count=0, critical path's largest stage delay=roughly 0.49 ns, non-filler instance count after layout=roughly 120, # Cells Yosys=around 42, distinct lib cells=21, gpl congestion=~0.79, Yosys Chip Area=approximately 350 µm², HP Class=in -> out, PD cells=62.8 mW/mm², Period minus WS final=approximately 6.2 ns, Top cell excl fill/tap=clkdlybuf4s50_1, max_cap viols=0, dpl hpwl=between 1000 and 1500 µm, Slew HR=between 70% and 80%, All-Layer GR Usage=under 10%, fp_density=between 10 and 15%, Post-CTS Setup Bufs=0, die area=0.00640 mm², total chip power=about 0.043 mW, critical path data arrival time=4.24 ns, Seq. cell area=0 µm², crit path launch=A[0], period utilization=between 60% and 70%, Total Routed Length=1190 µm, Post-Syn Area=354 µm², # diodes=0, Fmax achieved=approximately 160 MHz, PortBufs=28, setup_tns=0 ns, dpl cells=between 100 and 150, Die H=around 80 µm, critical path cell sequence=clkdlybuf4s50_1 > ha_1 > inv_1 > fa_1 > nor2b_4 > o2111ai_1 > a31oi_1 > xor2_1 > clkdlybuf4s50_1, vias in the first global route=approximately 410, Site Rows=21, Worst setup SP type=input pin, status=complete, no violations, placeable core region=0.00342 mm², Seq cells=0, Post-Synthesis Cells=42, # hold bufs at CTS=0, Congestion Overflow GR=0, routed vias=around 410, post-place instance area=between 600 and 700 µm², CP Class=in -> out, Slew Viols, Final=0, RSZ-0062 raised after global routing=no, critical path data required time=about 8 ns, vias per cell=approximately 3.5, Log Warnings=32, layout cell share with drive strength beyond 1=under 10%, routed length per instance=10.3 µm, Crit Path Max Fanout=2, Clock Buffer Count=0, Filler Cells Inserted=about 380, peak supply drop=between 0.03 and 0.04 mV, final setup fails=0, Final Util=roughly 20%, design area=692 µm², Top cells excl fill/tap=clkdlybuf4s50_1, ha_1, inv_1, xor2_1, I/O pins=28, static leakage=approximately 0.29 nW
## kinds of logic (layout without fill, tap and decap cells)
logic type / Yosys count / in the layout / synth area share, %
xor+xnor: 7 / 7 / 17.3
fa+ha+maj: 10 / 10 / 37.5
buf+inv: 4 / 32 / 4.24
compound gates: 13 / 13 / 26.9
simple gates: 8 / 8 / 14.1
## stage by stage
step           worst slack (ns)  hold slack [ns]
3_3_place_gp               3.60             4.96
4_1_cts                    3.57             4.96
3_5_place_dp               3.60             4.96
5_1_grt                    3.41             4.99
6_report                   3.60             4.95
2_1_floorplan              4.74             3.99
## worst max-delay path, delay by kind of cell
family | cells | cell delay [ns]
buf+inv | 3 | 1.01
fa+ha+maj | 2 | 0.62
compound gates | 2 | 0.34
xor+xnor | 1 | 0.17
simple gates | 1 | 0.14
## worst min-delay path by stage
stage,from,endpoint,slack [ns],cells after the start
finish,B[0],C[0],4.95,3
global route,A[0],C[0],4.99,3
CTS,B[0],C[0],4.96,3
## cell type report
| cell class | count | area, µm² | share of cell area (%) |
|---|---|---|---|
| multi-input cells | 38 | 339 | 49.0 |
| repair buffers | 28 | 280 | 40.5 |
| well taps | 46 | 57.6 | 8.32 |
| inverters | 4 | 15.0 | 2.17 |
## power by group
part           switching (mW)  internal (mW)
combinational          0.0146         0.0289
sequential                  0              0
clock                       0              0
total                  0.0146         0.0289
## layer usage
layer | global-route usage, % | part of all wire [%]
met2 | 3.53 | 23
met3 | 2.27 | 20
met1 | 5.87 | 57
met5 | 0 | 0
met4 | 0 | 0
## synthesized netlist by cell type
master	instances	area, µm²
fa_1	1	20.0
o21a_1	2	15.0
or2_1	1	6.26
xor2_1	4	35.0
nand3b_1	1	7.51
nor3_1	1	5.00
ha_1	9	113
xnor2_1	3	26.3
nand2_1	2	7.51
a21oi_2	1	8.76
o2111ai_1	1	8.76
a21oi_1	3	15.0
a31oi_1	1	6.26
nor2_1	1	3.75
nand2b_1	1	6.26
nor2b_4	1	13.8
o21ai_0	1	5.00
a21o_1	2	15.0
o31ai_2	1	12.5
a31o_1	1	8.76
inv_1	4	15.0
Power figures rest on the tool's default switching activity, not on a simulated workload.
