`./config.mk`:
```
export PLATFORM = sky130hd
export DESIGN_NAME = Victory
export DESIGN_NICKNAME = Victory
export VERILOG_FILES = /design/flow/design.v
export SDC_FILE = /design/flow/constraint.sdc
export NUM_CORES = 4
export LEC_CHECK = 1
export CORE_AREA = 10 10 70 70
export DIE_AREA = 0 0 80 80
```
`./constraint.sdc`:
```
current_design Victory

set clk_period 1.0
set clk_io_pct 0.2

create_clock -name clk0 -period $clk_period [get_ports {clk}]

set non_clock_inputs [all_inputs -no_clocks]
set_input_delay [expr $clk_period * $clk_io_pct] -clock clk0 $non_clock_inputs
set_output_delay [expr $clk_period * $clk_io_pct] -clock clk0 [all_outputs]
```
`./design.v`:
```
`default_nettype none
module Victory (
    input logic clk,
    input logic reset,
    input logic Llight, Rlight,
    input logic L, R,
    output logic [6:0] hex,
    output logic game_over  
    );
    typedef enum logic [1:0] {OFF, left_win, right_win} state_t;
    state_t present_state = OFF, next_state;
    always_ff @(posedge clk) begin
        if (reset)
            present_state <= OFF;
        else
            present_state <= next_state;
    end
    always_comb begin
        next_state = present_state;
        hex = 7'b1111111;
        game_over = 1'b0;
        case (present_state)
            OFF: begin
                if (Llight &~Rlight & L & ~R)
                    next_state = left_win;
                else if (Rlight & ~Llight & R & ~L)
                    next_state = right_win;
            end
            left_win: begin
                hex = 7'b1111001;  
                next_state = left_win;
                game_over = 1'b1;
            end
            right_win: begin
                hex = 7'b0100100;  
                next_state = right_win;
                game_over = 1'b1;
            end
            default: next_state = OFF;
        endcase
    end
endmodule  
```
`./run.sh`:
```
#!/bin/bash
# OpenROAD 26Q1-2900-gdf79404cd8, Yosys 0.63+post, stock flow scripts
make -C /OpenROAD-flow-scripts/flow DESIGN_CONFIG=/design/flow/config.mk WORK_HOME=/design/flow/orfs finish
```
==> impl_results.html <==
<h2>Implementation results</h2>
<table>
<tr><th>Metric</th><th>Value</th></tr>
<tr><th colspan="2">Setup path</th></tr>
<tr><td>Critical Path Source</td><td>present_state[1]</td></tr>
<tr><td>Capture point of the worst reg-to-reg path</td><td>present_state[1]</td></tr>
<tr><td>Capturing instance or port of the critical path</td><td>hex[1]</td></tr>
<tr><td>Highest fanout seen on the critical path</td><td>2</td></tr>
<tr><td>WP data arrival</td><td>1.09 ns</td></tr>
<tr><td>Kind of critical path</td><td>reg -&gt; out</td></tr>
<tr><td>Master of the slowest instance on the critical path</td><td>dfxtp_2</td></tr>
<tr><td>Data required time at the worst endpoint</td><td>0.80 ns</td></tr>
<tr><td>Cell breakdown of the critical path</td><td>buf_6, inv_6, ha_4, inv_2, buf_2</td></tr>
<tr><td>Critical path capture point type</td><td>primary output</td></tr>
<tr><td>Maximum cell stage delay along the critical path</td><td>0.34 ns</td></tr>
<tr><td>Startpoint of the most critical register-to-register path</td><td>present_state[1]</td></tr>
<tr><td>Worst-case reg-to-reg path depth</td><td>5</td></tr>
<tr><td>Nature of the critical path startpoint</td><td>register</td></tr>
<tr><td>Flop2flop setup slack</td><td>-0.01 ns</td></tr>
<tr><th colspan="2">Global route</th></tr>
<tr><td>Global-route total usage across every layer</td><td>2.57%</td></tr>
<tr><td>Largest net degree at the start of global routing</td><td>5</td></tr>
<tr><td>Wire length of the first global-routing pass</td><td>1.31 mm</td></tr>
<tr><td>Total global routing overflow</td><td>0</td></tr>
<tr><td>Vias in the first global route</td><td>281</td></tr>
<tr><td>Number of antenna violations at the first check in global routing</td><td>0</td></tr>
<tr><th colspan="2">Floorplan</th></tr>
<tr><td>Overall chip area</td><td>6400 µm²</td></tr>
<tr><td># rows</td><td>21</td></tr>
<tr><td>Chip width</td><td>80 µm</td></tr>
<tr><td>I/O pins</td><td>14</td></tr>
<tr><td>Starting utilization of the core area</td><td>5.86%</td></tr>
<tr><td>Die boundary height</td><td>80 µm</td></tr>
<tr><td>Placeable core region</td><td>3420 µm²</td></tr>
<tr><th colspan="2">Power</th></tr>
<tr><td>Post-layout power</td><td>0.697 mW</td></tr>
<tr><td>Switching part of the total</td><td>30.7%</td></tr>
<tr><td>Internal Dissipation</td><td>0.483 mW</td></tr>
<tr><td>Clock share of power</td><td>26.4%</td></tr>
<tr><td>Sequential group share of total power</td><td>16.1%</td></tr>
<tr><td>Maximum vdd ir drop</td><td>0.287 mV</td></tr>
<tr><td>Total leakage power</td><td>0.198 nW</td></tr>
<tr><td>Power per standard cell area</td><td>1310 nW/µm²</td></tr>
<tr><td>Net load switching power</td><td>0.214 mW</td></tr>
<tr><td>Comb power frac</td><td>57.5%</td></tr>
<tr><th colspan="2">Final layout</th></tr>
<tr><td>Most flops, register</td><td>present_state</td></tr>
<tr><td>Most used logic cell in the final layout</td><td>buf_6</td></tr>
<tr><td># fillers</td><td>386</td></tr>
<tr><td>Fraction of final layout cells sized beyond drive strength 1</td><td>71.1%</td></tr>
<tr><td>Comb area</td><td>184 µm²</td></tr>
<tr><td>Regs by FF count</td><td>present_state (2)</td></tr>
<tr><td>Most numerous logic cells after layout</td><td>buf_6 (8), dlygate4sd2_1 (4), buf_2 (4)</td></tr>
<tr><td>Final cell area excluding filler cells</td><td>531 µm²</td></tr>
<tr><td>Total area of sequential cells</td><td>42.5 µm²</td></tr>
<tr><td>Synth-to-Final Area Change</td><td>165%</td></tr>
<tr><td>Final Util</td><td>15.5%</td></tr>
<tr><td>Number of flip-flops in the largest register</td><td>2</td></tr>
<tr><th colspan="2">Logic synthesis</th></tr>
<tr><td>Compound Share, Synth</td><td>6.25%</td></tr>
<tr><td>Mux share</td><td>0%</td></tr>
<tr><td>Yosys stat chip area</td><td>200 µm²</td></tr>
<tr><td>Xor and xnor area share after synthesis</td><td>0%</td></tr>
<tr><td>Synth Area in Adders</td><td>18.8%</td></tr>
<tr><td>Distinct cells, synth</td><td>10</td></tr>
<tr><td>Post-Synthesis Cell Area</td><td>200 µm²</td></tr>
<tr><td>Warnings, synthesis</td><td>1</td></tr>
<tr><td>Flops out of synthesis</td><td>2</td></tr>
<tr><td>Avg Cell Area, Syn</td><td>8.01 µm²</td></tr>
<tr><td>Basic-gate share of the synthesized area counting and, or, nand and nor cells</td><td>28.7%</td></tr>
<tr><td>Share of the yosys chip area belonging to registers</td><td>20.0%</td></tr>
<tr><td>Ys cells</td><td>25</td></tr>
<tr><td>Count of mapped cells out of synthesis</td><td>25</td></tr>
<tr><td>Top non-seq family</td><td>simple AND/OR/NAND/NOR gates</td></tr>
<tr><th colspan="2">Job</th></tr>
<tr><td>Number of warning messages in the logs</td><td>29</td></tr>
<tr><td>Max Cap Viol</td><td>0</td></tr>
<tr><th colspan="2">CTS</th></tr>
<tr><td>Clock tree from TritonCTS</td><td>done</td></tr>
<tr><td>Total number of clock tree sinks</td><td>2</td></tr>
<tr><td>Hold buffers post-CTS</td><td>0</td></tr>
<tr><td>Maximum clock path buffer count</td><td>2</td></tr>
<tr><td>Clock transition time at the flip-flop clock pins of the worst setup and hold paths</td><td>0.03 ns</td></tr>
<tr><td>TritonCTS buffer count</td><td>3</td></tr>
<tr><td>Htree depth</td><td>1</td></tr>
<tr><td>Root Driver</td><td>clkbuf_4</td></tr>
<tr><td>Skew-Pair Late Insertion Delay</td><td>0.23 ns</td></tr>
<tr><th colspan="2">Final timing</th></tr>
<tr><td>Crit share post-route</td><td>129%</td></tr>
<tr><td>Unrepaired setup endpoints after global routing</td><td>yes</td></tr>
<tr><td>Maximum clock rate</td><td>774 MHz</td></tr>
<tr><td>Hold Fails Final Rpt</td><td>0</td></tr>
<tr><td>Minimum period implied by the final worst setup slack</td><td>1.29 ns</td></tr>
<tr><td>Post-Route Hold Slack</td><td>0.578 ns</td></tr>
<tr><td>Final setup violation count</td><td>8</td></tr>
<tr><td>Setup slack after layout</td><td>-0.292 ns</td></tr>
<tr><td>Clock Skews</td><td>0.00634 ns</td></tr>
<tr><td>Count of pins over their slew limit</td><td>0</td></tr>
<tr><th colspan="2">Min path</th></tr>
<tr><td>Cell depth of the worst hold path</td><td>2</td></tr>
<tr><td>Hold Crit Start</td><td>reset</td></tr>
<tr><td>Hold/Removal Path Class</td><td>in -&gt; reg</td></tr>
<tr><th colspan="2">Place</th></tr>
<tr><td>Placed standard-cell area</td><td>363 µm²</td></tr>
<tr><td>Port-buffer cells</td><td>12</td></tr>
<tr><td>Global placer's final weighted congestion</td><td>0.699</td></tr>
<tr><td>DPL Wire Length</td><td>529 µm</td></tr>
<tr><th colspan="2">Detailed routing</th></tr>
<tr><td>Routed length per placed instance</td><td>8.78 µm</td></tr>
<tr><td>Routed via count divided by cell count</td><td>2.85</td></tr>
<tr><td>Detail Route Antenna Nets</td><td>0</td></tr>
<tr><td>Post-detailed-routing wire length</td><td>799 µm</td></tr>
<tr><td>Number of vias after detailed routing</td><td>259</td></tr>
<tr><td>Number of diodes added for antenna fixing</td><td>0</td></tr>
<tr><td>Initial detailed-routing violation count</td><td>1</td></tr>
<tr><td>Final routed DRC violation total</td><td>0</td></tr>
<tr><td>TritonRoute pass-1 iters</td><td>2</td></tr>
<tr><th colspan="2">Status</th></tr>
<tr><td>Run status</td><td>complete, but fails checks</td></tr>
<tr><td>Failing checks</td><td>setup timing</td></tr>
</table>
kinds of logic after synthesis:
logic type,after synthesis
adder cells (fa/ha/maj),3
other,1
buffers and inverters,9
AND/OR/NAND/NOR,8
AND-OR/OR-AND,2
flip-flops,2
cell usage after synthesis:
master | count | area [µm²]
nand4_1 | 2 | 12.5
nand4bb_1 | 2 | 22.5
nand2_1 | 2 | 7.51
inv_1 | 5 | 18.8
ha_1 | 3 | 37.5
buf_4 | 4 | 30.0
dfxtp_1 | 2 | 40.0
conb_1 | 1 | 3.75
nand3b_1 | 2 | 15.0
a31oi_1 | 2 | 12.5
stage by stage:
step / worst slack [ns] / instances / TNS (ns)
after CTS: -0.299 / 91 / -1.72
after global routing: -0.336 / 91 / -2.03
final: -0.292 / 91 / -1.70
after global placement: -0.439 / 81 / -3.10
after floorplan: 0.0254 / 25 / 0
after detailed placement: -0.463 / 81 / -3.33
cell type report:
cell class                      instances  share of cell area, %
Clock buffer                            3                   4.25
Inverter                                5                   4.95
Multi-Input combinational cell         14                   34.7
Sequential cell                         2                   8.02
Tap cell                               46                   10.8
Timing Repair Buffer                   21                   37.3
power groups by stage:
stage	sequential [mW]	combinational (mW)	clock, mW
CTS	0.111	0.397	0.194
global route	0.115	0.442	0.194
finish	0.112	0.401	0.184
metal layers:
| metal | wire length (µm) | track usage [%] | vias to the layer above |
|---|---|---|---|
| met4 | 29 | 1.06 | 0 |
| met1 | 412 | 3.77 | 117 |
| met2 | 262 | 3.13 | 17 |
| met3 | 95 | 1.02 | 4 |
| met5 | 0 | 0 | - |
| li1 | - | - | 121 |
critical path, delay by kind of cell (launching register included):
family / cells / cell delay (ns)
buf+inv: 4 / 0.27
flops: 1 / 0.34
fa+ha+maj: 1 / 0.26
worst min-delay path by stage:
stage                       to  slack (ns)
finish        present_state[0]        0.58
global route  present_state[0]        0.60
CTS           present_state[0]        0.56
timing repair:
item,4_1_cts,5_1_grt
pin swaps,6,7
endpoints found under the setup margin,9,9
gates cloned,0,0
setup buffers,8,0
gates resized,50,1
Power and IR drop assume default switching activity.
